==> design.v <==
`timescale 1ns / 1ps
`timescale 1ns / 1ps
module data_mem (
    input wire clk,                  
    input wire memWrite,             
    input wire memRead,              
    input wire [31:0] address,       
    input wire [31:0] writeData,     
    output reg [31:0] readData       
);
    reg [31:0] memory [0:31];   
    initial begin
        memory[0]  = 32'h00000000;  
        memory[1]  = 32'b01000000011000000000000000000000;   
        memory[2]  = 32'b01000000101001100110011001100110;   
        memory[3]  = 32'b01000000000001100110011001100110;   
        memory[4]  = 32'b00111111100000000000000000000000;   
        memory[5]  = 32'b01000000000011010111000010100100;   
        memory[6]  = 32'b00111111100000000000000000000000;   
        memory[7]  = 32'h00000007;
        memory[8]  = 32'h00000008;
        memory[9]  = 32'h00000009;
        memory[10] = 32'h0000000A;
        memory[11] = 32'h0000000B;
        memory[12] = 32'h0000000C;
        memory[13] = 32'h0000000D;
        memory[14] = 32'h0000000E;
        memory[15] = 32'h0000000F;
        memory[16] = 32'h00000000;
        memory[17] = 32'h00000000;
        memory[18] = 32'h00000000;
        memory[19] = 32'h00000000;
        memory[20] = 32'h00000000;
        memory[21] = 32'h00000000;
        memory[22] = 32'h00000000;
        memory[23] = 32'h00000000;
        memory[24] = 32'h00000000;
        memory[25] = 32'h00000000;
        memory[26] = 32'h00000000;
        memory[27] = 32'h00000000;
        memory[28] = 32'h00000000;
        memory[29] = 32'h00000000;
        memory[30] = 32'h00000000;
        memory[21] = 32'h00000000;
    end
    always @(posedge clk) begin
        if (memWrite) begin
            memory[address[4:0]] <= writeData;   
        end
    end
    always @(*) begin
        if (memRead) begin
            readData = memory[address[4:0]];   
        end else begin
            readData = 32'b0;   
        end
    end
endmodule
==> run.sh <==
#!/bin/bash
# OpenROAD 26Q1-2900-gdf79404cd8, Yosys 0.63+post, stock flow scripts
make -C /OpenROAD-flow-scripts/flow DESIGN_CONFIG=/design/flow/config.mk WORK_HOME=/design/flow/orfs finish
==> config.mk <==
export PLATFORM = sky130hd
export DESIGN_NAME = data_mem
export DESIGN_NICKNAME = data_mem
export VERILOG_FILES = /design/flow/design.v
export SDC_FILE = /design/flow/constraint.sdc
export NUM_CORES = 4
export LEC_CHECK = 1
export CORE_UTILIZATION = 40
==> constraint.sdc <==
current_design data_mem

set clk_period 5.9
set clk_io_pct 0.2

create_clock -name clk0 -period $clk_period [get_ports {clk}]

set non_clock_inputs [all_inputs -no_clocks]
set_input_delay [expr $clk_period * $clk_io_pct] -clock clk0 $non_clock_inputs
set_output_delay [expr $clk_period * $clk_io_pct] -clock clk0 [all_outputs]
==> results.sh <==
# yosys + openroad results
export IMPL_total_power_w=0.0149
export IMPL_cts_htree_levels=3
export IMPL_synth_area_yosys_um2=39200
export IMPL_drt_wirelength_per_cell_um=25.6
export IMPL_synthArstFlopShare_pct=0
export IMPL_area_delta_synth_final_pct=15.9
export IMPL_timing_final_crit_period_ns=5.41
export IMPL_num_rows=114
export IMPL_final_antenna_net_count=0
export IMPL_arrival_ns=4.23
export IMPL_hold_start="writeData[7]"
export IMPL_crit_chain="clkdlybuf4s50_1 -> buf_4 -> nand4b_1 -> buf_4 -> o22ai_1 -> nor4_1 -> a21boi_1 -> clkdlybuf4s50_1"
export IMPL_hold_depth=2
export IMPL_core_area_um2=96900
export IMPL_grt_pass1_vias=20700
export IMPL_xor_share_pct=0
export IMPL_worstPathRequired_ns=4.72
export IMPL_tritoncts="done"
export IMPL_mux_share_pct=13.1
export IMPL_ctsResizeCount=0
export IMPL_top_level_ports=99
export IMPL_status="finished, violations left"
export IMPL_top_area_cell="edfxtp_1"
export IMPL_grt_pass1_wl_mm=134
export IMPL_synth_top_cell_by_count="edfxtp_1"
export IMPL_drc=24
export IMPL_synth_top_flop_cell="edfxtp_1"
export IMPL_finalHoldViolCount=0
export IMPL_irDropWorstVdd_uv=230
export IMPL_root_buffer="clkbuf_16"
export IMPL_numCtsBuffers=97
export IMPL_worst_path_stages=8
export IMPL_die_y_um=315
export IMPL_drv_cap=0
export IMPL_path_class="input pin to output pin"
export IMPL_final_max_slew_viol_count=0
export IMPL_fillCellCount=7710
export IMPL_slowest_stage="clkdlybuf4s50_1"
export IMPL_hold_path_class="input pin to flop"
export IMPL_end_kind="output pin"
export IMPL_via_per_inst=5.48
export IMPL_top_area_share_pct=78.5
export IMPL_ys_seq_share_pct=78.5
export IMPL_p_leak_nw=15.4
export IMPL_initCoreUtil_pct=40.5
export IMPL_ys_top_cells_by_count="1024 x edfxtp_1, 512 x mux2i_1, 254 x o22ai_1"
export IMPL_final_layout_size_suffix_gt1_share_pct=13.7
export IMPL_p_per_area_nw_per_um2=328
export IMPL_yosys_warnings=1
export IMPL_grt_ovfl_total=0
export IMPL_place_congestion=0.848
export IMPL_hold_ws_ns=1.34
export IMPL_dieArea_um2=99200
export IMPL_synth_cell_types=22
export IMPL_rsz0062_at_grt="no"
export IMPL_setup_tns_ns=0
export IMPL_routed_wl_mm=92.6
export IMPL_fin_cells=3613
export IMPL_synthCells=2078
export IMPL_tightest_slew_ns=0.939
export IMPL_ys_cells=2078
export IMPL_hpwl_mm=52.0
export IMPL_fmax_mhz=185
export IMPL_critPathLaunchType="input pin"
export IMPL_cts_max_path_buffers=3
export IMPL_max_stage_delay_ns=0.75
export IMPL_area_leaders="edfxtp_1 78%, mux2i_1 13%, o22ai_1 4.1%"
export IMPL_cts_hold_buffers_added=0
export IMPL_cts_sink_count=1024
export IMPL_violations="DRC"
export IMPL_path_max_fanout=21
export IMPL_fin_crit_sh_pct=91.8
export IMPL_grt_use_total_pct=20.5
export IMPL_antenna_found_initial=4
export IMPL_cts_setup_buffers=0
export IMPL_synthAoiAreaFrac_pct=4.73
export IMPL_netlist_area_um2=39200
export IMPL_warning_count=53
export IMPL_simple_gate_area_share_pct=1.95
export IMPL_drtIter0Drc=1064
export IMPL_fa_ha_area_share_pct=0
export IMPL_vias=19800
export IMPL_setup_viol=0
export IMPL_cpLargestDelayFamily="buffers and inverters"
export IMPL_placed_cells=3431
export IMPL_synth_logic_top_family="multiplexers"
export IMPL_edf_count=1024
export IMPL_whs_endpoint="memory[13][7]"
export IMPL_syn_avg_cell_area_um2=18.9
export IMPL_largest_register_ffs=1024
export IMPL_cp_num_buf_inv=4
export IMPL_grt_max_degree=71
export IMPL_drt_first_pass_iters=49
export IMPL_portBuffers=71
export IMPL_synth_flops=1024
export IMPL_slew_limit_headroom_pct=37.2
export IMPL_cts_clk_slew_worst_paths_ns=0.06
export IMPL_die_w_um=315
[cell usage in the layout, fill, tap and decap left out]
cell type        instances
edfxtp_1              1024
mux2i_1                512
o22ai_1                254
buf_4                  119
clkbuf_16               98
clkdlybuf4s50_1         69
nor4_1                  64
a21boi_1                32
nor2_4                  28
clkinv_1                23
clkbuf_1                19
clkinv_2                16
buf_12                  16
bufinv_16               11
nand4bb_2                6
inv_6                    6
diode_2                  5
nand3b_1                 4
nor3_2                   4
nand4b_1                 4
or4b_2                   4
or3b_2                   3
o22ai_2                  2
nand3_1                  2
nand2_1                  2
clkinvlp_4               2
nor2_1                   1
or3_1                    1
or4_2                    1
nand4_1                  1
clkinv_16                1
clkinv_4                 1
buf_8                    1
buf_2                    1
[cell type report]
class	instances	area, µm²	share of cell area (%)
tap	1276	1600	3.52
timing repair buffer	206	1920	4.24
antenna	5	12.5	0.0275
clock inverter	60	603	1.33
clock buffer	117	2520	5.56
sequential	1024	30700	67.7
multi-input combinational	925	8010	17.6
[cells by family after synthesis]
logic type,after synthesis
muxes,512
buffers and inverters,129
AOI/OAI and AO/OA,288
and+or+nand+nor,125
DFF,1024
[metal layers]
metal | up-vias | global-route usage [%] | part of all wire [%]
met5 | - | 0.484 | 0.078
met2 | 1077 | 30.9 | 48
met3 | 138 | 14.1 | 15
li1 | 8890 | - | -
met1 | 9698 | 25.4 | 35
met4 | 2 | 4.02 | 2.4
[metrics by stage]
step	worst slack [ns]	area [µm²]	util [%]
floorplan	1.04	39200	-
global placement	0.562	42300	43.7
finish	0.485	45400	46.9
global route	0.292	45400	46.9
CTS	0.513	45400	46.9
detailed placement	0.507	42300	43.7
[power by group]
part / internal [W] / leakage (nW) / total (W) / switching, W
Clock: 0.00353 / 1.53 / 0.00609 / 0.00256
Sequential: 0.00809 / 9.22 / 0.00811 / 0.0000175
Combinational: 0.000273 / 4.67 / 0.000706 / 0.000432
Total: 0.0119 / 15.4 / 0.0149 / 0.00301
[worst max path at each step]
| stage | startpoint | end | slack [ns] |
|---|---|---|---|
| finish | address[4] | readData[17] | 0.49 |
| global route | address[4] | readData[17] | 0.29 |
| CTS | address[4] | readData[13] | 0.51 |
Power and IR drop assume default switching activity.
