===== /design/flow/run.sh =====
#!/bin/bash
# OpenROAD 26Q1-2900-gdf79404cd8, Yosys 0.63+post, stock flow scripts
make -C /OpenROAD-flow-scripts/flow DESIGN_CONFIG=/design/flow/config.mk WORK_HOME=/design/flow/orfs finish

===== /design/flow/config.mk =====
export PLATFORM = sky130hd
export DESIGN_NAME = instruction_mem
export DESIGN_NICKNAME = instruction_mem
export VERILOG_FILES = /design/flow/design.v
export SDC_FILE = /design/flow/constraint.sdc
export NUM_CORES = 4
export LEC_CHECK = 1
export CORE_AREA = 10 10 70 70
export DIE_AREA = 0 0 80 80
export SYNTH_MEMORY_MAX_BITS = 65536

===== /design/flow/constraint.sdc =====
current_design instruction_mem

set clk_period 1.1
set clk_io_pct 0.2

create_clock -name clk0 -period $clk_period

set non_clock_inputs [all_inputs -no_clocks]
set_input_delay [expr $clk_period * $clk_io_pct] -clock clk0 $non_clock_inputs
set_output_delay [expr $clk_period * $clk_io_pct] -clock clk0 [all_outputs]

===== /design/flow/design.v =====
`timescale 1ns / 1ps
module instruction_mem (
    input wire [31:0] address,           
    output reg [31:0] instruction   
);
    reg [31:0] memory [0:255];   
    always @(*) begin
        instruction = memory[address[7:0]];   
    end
    initial begin
        memory[0]  = 32'h00000000;   
        memory[4]  = 32'b10001100001000010000000000000001;   
        memory[8]  = 32'b10001100010000100000000000000010;   
        memory[12] = 32'b10001100011000110000000000000011;   
        memory[16] = 32'b10001100100001000000000000000100;   
        memory[20] = 32'b10001100101001010000000000000101;   
        memory[24] = 32'b10001100110001100000000000000110;   
        memory[28] = 32'b11111101000000010010000000000000;   
        memory[32] = 32'b11111101001000100010101000000000;   
        memory[36] = 32'b11111101010000110011001001000000;   
        memory[40] = 32'h00000000;
        memory[44] = 32'b10101101010010100000000000001010;   
    end
endmodule

==> ci_impl_report.md <==
### Metrics collected by this job

| Metric | Value |
|---|---|
| Crit. End Element | output pin |
| Mapped Cells | 45 |
| Horiz. Die Dim | 80 um |
| Fin Hold WS | 0.773 ns |
| Synth Seq Share | 0 |
| Cell area after synthesis | 314 sq um |
| Switch Pwr | 0.0000953 W |
| Peak VDD IR | 0.0738 mV |
| Top delay family on crit path | buffers and inverters |
| Leakage | 0.375 nW |
| Comb power frac | 1.000 |
| Final setup margin | -0.108 ns |
| Synth cell types | 19 |
| Synth Area per Inst | 6.98 sq um |
| Xor/xnor share | 0 |
| Largest net degree at the start of global routing | 7 |
| Failing checks | setup timing |
| Adder Share, Synth | 0 |
| Yosys warns | 1 |
| Full die area | 0.00640 sq mm |
| Initial antenna violation count | 0 |
| WP buf/inv | 4 |
| Critical path cell sequence | buf_8, buf_6, buf_6, a221o_1, buf_2 |
| Area growth, synth to finish | 134% |
| Antenna Cells | 0 |
| Sum of negative setup slack | -0.425 ns |
| Simple-Gate Fraction of Synth Area | 0.215 |
| Routed vias/inst | 3.08 |
| Routed WL per cell | 11.3 um |
| Vias in the first global route | 374 |
| Internal power | 0.000161 W |
| CP max FO | 6 |
| Global-route wire length before repair | 1960 um |
| Critical path data arrival time | 0.99 ns |
| Core area | 0.00342 sq mm |
| Total GRT Usage | 0.0369 |
| Grt total ovfl | 0 |
| Crit path DRT | 0.88 ns |
| Number of standard cells reported by yosys | 45 |
| # DRC | 0 |
| F_max | 828 MHz |
| Top cells excl fill/tap | 15 x buf_6, 13 x buf_2, 9 x conb_1, 7 x buf_4, 5 x clkbuf_2 |
| Cycle use final | 1.10 |
| MUX share of area | 0.0359 |
| Commonest Layout Cell | buf_6 |
| Min Tclk post-route | 1.21 ns |
| Main logic family | buffers and inverters |
| AO/OA Area Share | 0.195 |
| Initial detailed-routing violation count | 9 |
| CP max-delay cell | a221o_1 |
| Sequential Power Share | 0 |
| OpenROAD warnings | 62 |
| Hold crit path type | in -> out |
| Vias | 385 |
| I/O pin total | 64 |
| Std-Cell Rows | 21 |
| Routed WL | 1410 um |
| Max-slew violations | 0 |
| Startpoint Class | input pin |
| Layout cells sized above 1 | 0.747 |
| Antenna-violating nets left | 0 |
| Power Density | 349 mW/mm^2 |
| Core Util at FP | 0.0919 |
| Max Cap Violations | 0 |
| Clock Power Share | 0 |
| I/O Buffers | 27 |
| Outcome | finished, violations left |
| Seq cells | 0 |
| Most used cell, CP | buf_6 |
| Final setup fails | 11 |
| Number of detailed-route iterations in the first pass | 2 |
| RSZ-0062 raised after global routing | true |
| Setup CP Type | in -> out |
| DP HPWL | 1040 um |
| Largest stage delay, worst path | 0.32 ns |
| RD Place Congestion | 0.712 |
| Synthesis area per yosys | 314 sq um |
| # clk buffers | 0 |
| Net Sw Frac | 0.372 |
| Final Hold Viols | 0 |
| Die span in y | 80 um |
| Reg area | 0 sq um |
[worst min-delay path, delay by kind of cell]
| family | cells | cell delay [ns] |
|---|---|---|
| AND/OR/NAND/NOR | 1 | 0.05 |
| buffers and inverters | 3 | 0.28 |
[layer usage]
| metal | share of wire | up-vias | GRT usage |
|---|---|---|---|
| li1 | - | 190 | - |
| met1 | 0.43 | 171 | 0.0455 |
| met2 | 0.44 | 24 | 0.0618 |
| met3 | 0.13 | 0 | 0.0159 |
| met4 | 0 | 0 | 0 |
| met5 | 0 | - | 0 |
[path summary, 6_finish.rpt]
kind | depth (start not counted) | end | slack, ns | startpoint
min | 4 | instruction[12] | 0.77 | address[2]
max | 5 | instruction[17] | -0.11 | address[2]
[cell families (layout without fill, tap and decap cells)]
family	after synthesis	after routing
buffers and inverters	23	49
and+or+nand+nor	11	11
AOI/OAI and AO/OA	9	9
other	1	9
muxes	1	1
[power groups by stage]
| stage | sequential, W | clock [W] | combinational (W) |
|---|---|---|---|
| 6_report | 0 | 0 | 0.000256 |
| 4_1_cts | 0 | 0 | 0.000236 |
| 5_1_grt | 0 | 0 | 0.000279 |
[cells in the mapped netlist]
library cell,instances,area [sq um]
nor4_1,1,6.26
buf_6,2,22.5
buf_4,18,135
and3_2,1,7.51
o211a_1,1,10.0
inv_1,2,7.51
a21oi_1,4,20.0
conb_1,1,3.75
nor2_1,2,7.51
mux2_2,1,11.3
a31oi_1,1,6.26
a22o_2,1,10.0
and2_1,1,6.26
o21ai_0,1,5.00
nand2_1,2,7.51
buf_2,1,5.00
nand2b_1,3,18.8
a221o_1,1,10.0
nor2b_4,1,13.8
[timing repair]
action / in CTS / in global routing
hold buffers: 0 / 0
pin swaps: 6 / 4
gates resized: 110 / 19
setup endpoints to repair: 23 / 13
setup buffers: 11 / 5
cloned: 0 / 0
[final cells by class]
type	instances	area [sq um]
fillers	375	2680
inverters	2	12.5
multi-input cells	30	259
well taps	46	57.6
repair buffers	47	405
[through the flow]
step	area (sq um)	worst slack [ns]	utilization	total power [W]	std cells
6_report	734	-0.108	0.215	0.000256	125
5_1_grt	734	-0.140	0.215	0.000279	125
2_1_floorplan	344	0.0606	-	0.0000986	53
3_5_place_dp	562	-0.866	0.164	0.000194	112
4_1_cts	691	-0.167	0.202	0.000236	122
3_3_place_gp	562	-0.816	0.164	0.000193	112
Power and IR drop assume default switching activity.
